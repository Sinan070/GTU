==> flow/design.v <==
module alu1Bit(input a , b, p0, mul0, less, input [2:0] alu_op , input c_in , output c_out ,r);
wire wireXOR;
wire wireOR;
wire wireAND;
wire wireADD;
wire wireNOR;
wire wireSLT;
wire wireSUB;
wire wireMUL;
wire wireMulSelect;
wire in1,in2;
wire wireNOTALU0;
wire wireNOTALU1;
wire wireNOTALU2;
wire [3:0] wiresFlip;
not notAlu0(wireNOTALU0,alu_op[0]);
not notAlu1(wireNOTALU1,alu_op[1]);
not notAlu2(wireNOTALU2,alu_op[2]);
and andFlip1(wiresFlip[0],wireNOTALU2,wireNOTALU1,alu_op[0]);
and andFlip2(wiresFlip[1],alu_op[2],alu_op[1],wireNOTALU0);
or orFlip(wiresFlip[2],wiresFlip[0],wiresFlip[1]);
and andMulSelect(wireMulSelect, wireNOTALU2, alu_op[1], wireNOTALU0);
mux2x1 mux1(a,p0,wireMulSelect,in1);
mux2x1 mux2(b,mul0,wireMulSelect,in2);
xor xorFlip(wiresFlip[3],in2,wiresFlip[2]);
fullAdder fulladder1(in1,wiresFlip[3],c_in,wireADD,c_out);
xor xorOp(wireXOR, wiresFlip[3],in1);
and andOp(wireAND, wiresFlip[3],in1);
or orOp(wireOR, wiresFlip[3],in1);
not norOP(wireNOR,wireOR);
and subOP(wireSUB,wiresFlip[0],wireADD);
mux8x1 mux(wireADD,wireSUB, wireMUL,wireXOR,wireAND,wireOR,less ,wireNOR, alu_op[2:0],r);
endmodule
module alu1BitLsb(input a , b, p0, mul0, less, input [2:0] alu_op , output c_out ,r);
wire wireXOR;
wire wireOR;
wire wireAND;
wire wireADD;
wire wireNOR;
wire wireSLT;
wire wireSUB;
wire wireMUL;
wire wireMulSelect;
wire in1,in2;
wire wireNOTALU0;
wire wireNOTALU1;
wire wireNOTALU2;
wire [3:0] wiresFlip;
not notAlu0(wireNOTALU0,alu_op[0]);
not notAlu1(wireNOTALU1,alu_op[1]);
not notAlu2(wireNOTALU2,alu_op[2]);
and andFlip1(wiresFlip[0],wireNOTALU2,wireNOTALU1,alu_op[0]);
and andFlip2(wiresFlip[1],alu_op[2],alu_op[1],wireNOTALU0);
or orFlip(wiresFlip[2],wiresFlip[0],wiresFlip[1]);
and andMulSelect(wireMulSelect, wireNOTALU2, alu_op[1], wireNOTALU0);
mux2x1 mux1(a,p0,wireMulSelect,in1);
mux2x1 mux2(b,mul0,wireMulSelect,in2);
xor xorFlip(wiresFlip[3],in2,wiresFlip[2]);
fullAdder fulladder1(in1,wiresFlip[3],wiresFlip[2],wireADD,c_out);
xor xorOp(wireXOR, wiresFlip[3],in1);
and andOp(wireAND, wiresFlip[3],in1);
or orOp(wireOR, wiresFlip[3],in1);
not norOP(wireNOR,wireOR);
and subOP(wireSUB,wiresFlip[0],wireADD);
mux8x1 mux(wireADD,wireSUB, wireMUL,wireXOR,wireAND,wireOR,less ,wireNOR, alu_op[2:0],r);
endmodule
module alu1BitMsb(input a , b, p0, mul0, less, input [2:0] alu_op , input c_in , output c_out ,v,set,r);
wire wireXOR;
wire wireOR;
wire wireAND;
wire wireADD;
wire wireNOR;
wire wireSLT;
wire wireSUB;
wire wireMUL;
wire wireMulSelect;
wire in1,in2;
wire wireNOTALU0;
wire wireNOTALU1;
wire wireNOTALU2;
wire [3:0] wiresFlip;
not notAlu0(wireNOTALU0,alu_op[0]);
not notAlu1(wireNOTALU1,alu_op[1]);
not notAlu2(wireNOTALU2,alu_op[2]);
and andFlip1(wiresFlip[0],wireNOTALU2,wireNOTALU1,alu_op[0]);
and andFlip2(wiresFlip[1],alu_op[2],alu_op[1],wireNOTALU0);
or orFlip(wiresFlip[2],wiresFlip[0],wiresFlip[1]);
and andMulSelect(wireMulSelect, wireNOTALU2, alu_op[1], wireNOTALU0);
mux2x1 mux1(a,p0,wireMulSelect,in1);
mux2x1 mux2(b,mul0,wireMulSelect,in2);
xor xorFlip(wiresFlip[3],in2,wiresFlip[2]);
fullAdder fulladder1(in1,wiresFlip[3],c_in,wireADD,c_out);
xor xorOp(wireXOR, wiresFlip[3],in1);
and andOp(wireAND, wiresFlip[3],in1);
or orOp(wireOR, wiresFlip[3],in1);
not norOP(wireNOR,wireOR);
and subOP(wireSUB,wiresFlip[0],wireADD);
xor xorV(v,c_in,c_out);
xor xorSET(set,wireADD,v);
mux8x1 mux(wireADD,wireSUB, wireMUL,wireXOR,wireAND,wireOR,less ,wireNOR, alu_op[2:0],r);
endmodule
module alu2Bit(input [1:0]a, b ,p,mul,input [2:0] alu_op ,input c_in,output c_out, output [1:0]r);
wire local_c_out;
alu1Bit alu1(a[0],b[0],p[0],mul[0],1'b0,alu_op,c_in,local_c_out,r[0]);
alu1Bit alu2(a[1],b[1],p[1],mul[1],1'b0,alu_op,local_c_out,c_out,r[1]);
endmodule
module alu32(input[31:0] a, b,multiplier,multiplicand,input [2:0] alu_op ,output c_out, output [31:0]r);
wire wireSET;
wire wireV;
wire [8:0] local_carries;
reg[63:0] p;
alu1BitLsb alu1(a[0],b[0],p[32],multiplicand[0],wireSET,alu_op,local_carries[0],r[0]);
alu4Bit alu2(a[4:1],b[4:1],p[35:32],multiplicand[4:1],alu_op,local_carries[0],local_carries[1],r[4:1]);
alu4Bit alu3(a[8:5],b[8:5],p[39:36],multiplicand[8:5],alu_op,local_carries[1],local_carries[2],r[8:5]);
alu4Bit alu4(a[12:9],b[12:9],p[43:40],multiplicand[12:9],alu_op,local_carries[2],local_carries[3],r[12:9]);
alu4Bit alu5(a[16:13],b[16:13],p[47:44],multiplicand[16:13],alu_op,local_carries[3],local_carries[4],r[16:13]);
alu4Bit alu6(a[20:17],b[20:17],p[51:48],multiplicand[20:17],alu_op,local_carries[4],local_carries[5],r[20:17]);
alu4Bit alu7(a[24:21],b[24:21],p[55:52],multiplicand[24:21],alu_op,local_carries[5],local_carries[6],r[24:21]);
alu4Bit alu8(a[28:25],b[28:25],p[59:56],multiplicand[28:25],alu_op,local_carries[6],local_carries[7],r[28:25]);
alu2Bit alu9(a[30:29],b[30:29],p[63:60],multiplicand[30:29],alu_op,local_carries[7],local_carries[8],r[30:29]);
alu1BitMsb alu10(a[31],b[31],p[31],multiplicand[31],1'b0,alu_op,local_carries[8],c_out,wireV,wireSET,r[31]);
endmodule
module alu4Bit(input [3:0]a, b ,p,mul,input [2:0] alu_op ,input c_in,output c_out, output [3:0]r);
wire local_carry;
alu2Bit alu1(a[1:0],b[1:0],p[1:0],mul[1:0],alu_op,c_in,local_carry,r[1:0]);
alu2Bit alu2(a[3:2],b[3:2],p[3:2],mul[3:2],alu_op,local_carry,c_out,r[3:2]);
endmodule
module fullAdder(input a, b, input c_in, output s, output c_out);
wire[2:0] wires;
halfAdder ad1(a,b,wires[0],wires[1]);
halfAdder ad2(c_in, wires[0],s,wires[2]);
or or1(c_out,wires[1],wires[2]);
endmodule
module halfAdder(input a,b , output s , output c_out);
and and1(c_out, a,b);
xor xor1(s,a,b);
endmodule
module mux2x1(input a,b, select, output s);
wire[2:0] wires;
not not1(wires[0],select);
and and1(wires[1],a,wires[0]);
and and2(wires[2],b,select);
or or1(s,wires[1],wires[2]);
endmodule	
module mux4x1(input a ,b ,c ,d , input[1:0] select, output s );
wire[1:0] wires;
mux2x1 mux1(a, b,select[0],wires[0]);
mux2x1 mux2(c , d, select[0], wires[1]);
mux2x1 mux3(wires[0],wires[1],select[1],s);
endmodule
module mux8x1(input a,b,c,d,e,f,g,h, input [2:0]select, output s);
wire[1:0] wires;
mux4x1 mux1(a,b,c,d,select[1:0],wires[0]);
mux4x1 mux2(e,f,g,h,select[1:0],wires[1]);
mux2x1 mux3(wires[0],wires[1],select[2],s);
endmodule
==> flow/run.sh <==
#!/bin/bash
# OpenROAD 26Q1-2900-gdf79404cd8, Yosys 0.63+post, stock flow scripts
make -C /OpenROAD-flow-scripts/flow DESIGN_CONFIG=/design/flow/config.mk WORK_HOME=/design/flow/orfs finish
==> flow/config.mk <==
export PLATFORM = sky130hd
export DESIGN_NAME = alu32
export DESIGN_NICKNAME = alu32
export VERILOG_FILES = /design/flow/design.v
export SDC_FILE = /design/flow/constraint.sdc
export NUM_CORES = 4
export LEC_CHECK = 1
export CORE_UTILIZATION = 40
==> flow/constraint.sdc <==
current_design alu32

set clk_period 21.4
set clk_io_pct 0.2

create_clock -name clk0 -period $clk_period

set non_clock_inputs [all_inputs -no_clocks]
set_input_delay [expr $clk_period * $clk_io_pct] -clock clk0 $non_clock_inputs
set_output_delay [expr $clk_period * $clk_io_pct] -clock clk0 [all_outputs]
==> impl_metrics.csv <==
group,metric,value,unit
flow_run,cap_violations,0,
layout,final_cells,707,
final_timing,finalSetupViolCount,0,
synth,top_cells_by_count,"64 x ha_1, 64 x xnor2_1, 37 x buf_4",
floorplanning,chip_area,10600,µm²
route,firstDrtPassIters,4,
route,antenna_cells_inserted,0,
final_timing,period_needed,21.18,ns
route,totalWireLength,10600,µm
synth,ys_chip_area,4080,µm²
route,vias,3577,
min_path,hp-class,"input pin to primary output",
final_timing,worst_pin_slew,0.528,ns
setup_path,required,17.12,ns
power_and_ir_drop,power_density,29.9,nW/µm²
final_timing,rsz0062_at_grt,"true",
placement,port_buffers,132,
flow_run,warnings,98,
layout,clkbuf_count,0,
route,via_per_inst,5.06,
global_routing,grt_max_degree,43,
outcome,outcome,"finished clean",
route,drc_errors,0,
floorplanning,fp_util,0.415,
route,wl_per_cell,15.0,µm
floorplanning,std_cell_rows,36,
synth,yosys_cells,471,
layout,ff_count,0,
power_and_ir_drop,vdd_drop_max,11.9,µV
layout,seq_area,0,µm²
min_path,hold_start,"alu_op[2]",
final_timing,final.period_utilization,0.990,
placement,place.gp.congestion,0.879,
route,ant_nets,0,
global_routing,antenna_found_initial,0,
floorplanning,io_pins,164,
placement,place_inst,703,
setup_path,cp-end-kind,"primary output",
synth,synth_cell_types,27,
placement,dp_hpwl,7900,µm
global_routing,grt.total_usage,0.208,
floorplanning,fp.dieW,103,µm
synth,synthCells,471,
setup_path,critPathSlowestCell,"fa_2",
route,drtIter0Drc,58,
final_timing,relSlewSlack,0.647,
global_routing,grt_pass1_wl,17000,µm
power_and_ir_drop,leakage,2.38,nW
synth,yosysTopAreaCell,"ha_1",
setup_path,cp-start-kind,"input pin",
layout,fin_util,0.565,
placement,placed_area,5440,µm²
layout,area_growth,36.2,%
final_timing,hold_viol,0,
setup_path,path_class,"input pin to primary output",
synth,synth_seq_share,0,
synth,syn_avg_cell_area,8.65,µm²
layout,drive_above_1_share,0.159,
clock_tree,hold_buffers,0,
setup_path,crit_arrival,16.90,ns
floorplanning,core-area,9820,µm²
setup_path,crit_fanout,5,
setup_path,slowest_delay,0.42,ns
synth,yosysWarningCount,64,
layout,final_area,5550,µm²
setup_path,cpMostUsedCell,"fa_2",
final_timing,max_clock_freq,47.2,MHz
global_routing,grt.overflow.total,0,
floorplanning,die_h,103,µm
final_timing,slew_violations,0,
synth,topCellsByArea,"ha_1 20%, fa_1 16%, xnor2_1 14%",
synth,top_cell_area_share,0.196,
setup_path,startpoint,"alu_op[0]",
synth,syn_area,4080,µm²
global_routing,grt_pass1_vias,3544,
## path summary, 6_finish.rpt
| kind | slack [ns] | to | depth (start not counted) |
|---|---|---|---|
| setup / recovery | 0.22 | r[31] | 41 |
| hold / removal | 9.12 | r[30] | 4 |
## per-stage QoR
stage          total power [mW]  setup TNS (ns)  setup slack [ns]  hold WS [ns]
6_report                  0.166               0             0.217          9.12
5_1_grt                   0.188          -0.240            -0.126          9.18
4_1_cts                   0.167               0            0.0115          9.39
3_5_place_dp              0.163           -3.10             -1.04          9.45
3_3_place_gp              0.159           -3.40             -1.09          9.46
2_1_floorplan             0.111               0            0.0137          8.86
## layout make-up
cell class	count	area [µm²]
well taps	133	166
fillers	898	4270
inverters	36	135
repair buffers	174	1640
multi-input cells	364	3610
## layout by cell type, fill, tap and decap left out, types with 2 or more instances in the layout
cell and instances:
inv_2 7, a21oi_1 33, and2_1 2, mux2i_1 31, fa_1 2, xnor2_1 63
buf_6 4, ha_1 64, fa_2 30, xor2_1 32, nor2_1 2, buf_4 40
a211oi_1 2, buf_2 2, a221oi_1 30, a22oi_1 31, nand2_1 31, inv_1 29
clkdlybuf4s50_1 126
## power by group
part / switching (mW) / total (mW) / leakage, nW / internal, mW
sequential: 0 / 0 / 0 / 0
combinational: 0.0727 / 0.166 / 2.38 / 0.0931
clock: 0 / 0 / 0 / 0
## worst max-delay path, delay by kind of cell
family	cells	cell delay (ns)
buffers and inverters	4	0.38
adder cells (fa/ha/maj)	31	11.36
AND-OR/OR-AND	4	0.61
AND/OR/NAND/NOR	2	0.27
## cells by family after synthesis
group	synth area share
AOI/OAI and AO/OA	0.169
xor gates and xnor gates	0.206
adders and majority gates	0.354
buffers and inverters	0.142
muxes	0.0869
and+or+nand+nor	0.0421
## routing by layer
metal,up-vias,global-route usage,wire length [µm],share of wire
met5,-,0,0,0
li1,1782,-,-,-
met3,0,0.0269,592,0.056
met2,98,0.360,5010,0.47
met1,1697,0.301,4980,0.47
met4,0,0,0,0
## repair_timing
action                                  4_1_cts  5_1_grt
hold endpoints to repair                      0        0
setup buffers                                 2        2
pin swaps                                     6        1
resized                                      28        7
endpoints found under the setup margin        5        4
Power and IR drop assume default switching activity.
