**flow/config.mk**
```make
export PLATFORM = sky130hd
export DESIGN_NAME = cypher_detector
export DESIGN_NICKNAME = cypher_detector
export VERILOG_FILES = /design/flow/design.v
export SDC_FILE = /design/flow/constraint.sdc
export NUM_CORES = 4
export LEC_CHECK = 1
export CORE_UTILIZATION = 30
```
**flow/constraint.sdc**
```tcl
current_design cypher_detector

set clk_period 3.9
set clk_io_pct 0.2

create_clock -name clk0 -period $clk_period [get_ports {clock}]
create_clock -name clk1 -period $clk_period [get_ports {read}]

set non_clock_inputs [all_inputs -no_clocks]
set_input_delay [expr $clk_period * $clk_io_pct] -clock clk0 $non_clock_inputs
set_output_delay [expr $clk_period * $clk_io_pct] -clock clk0 [all_outputs]
```
**flow/design.v**
```verilog
module control(
input clk,reset,read,
input found , success,
output[2:0] state,
output reg wr_sum, wr_index,wr_found
);
reg[2:0] currentState, nextState;
localparam START = 3'b000, READ = 3'b001 , CHECK = 3'b010 , UPDATE = 3'b011, END = 3'b100;
assign state = currentState;
always @(posedge clk) begin
	if(reset == 1'b1)begin
		currentState <= START;
	end
	else begin
		currentState <= nextState;
	end
end
wire out;
always @ (*)begin
	case (currentState)
		START :	begin
				nextState <= READ;
		end
		READ :	begin
			if(read == 1'b1)begin
				nextState <= CHECK;
			end
			if(read == 1'b0) begin
				nextState <= READ;
			end
		end
		CHECK :	begin
			if(found == 1'b1)begin
				nextState <= UPDATE;
			end
			else begin
				nextState <= START;
			end
		end
		UPDATE :	begin
			if(success == 1'b1)begin
				nextState <= END;
			end
			else begin
				nextState <= READ;
			end
		end
		END :	begin
			if(reset == 1'b1)begin
				nextState <= START;
			end
			else begin
				nextState <= END;
			end
		end
	endcase
end
always @ (*)begin
	case (currentState)
		START :	begin
			wr_index <= 1'b0;
			wr_sum <= 1'b0;
		end
		READ :	begin
			wr_index <= 1'b0;
			wr_sum <= 1'b0;
			wr_found <=1'b1;
		end
		CHECK :	begin
			wr_sum <= 1'b1;
			wr_index <= 1'b1;
			wr_found <= 1'b0;
		end
		UPDATE :	begin
			wr_sum <= 1'b0;
			wr_index <= 1'b0;
			wr_found <= 1'b0;
		end
		END :	begin
			wr_sum <=1'b0;
			wr_index <= 1'b0;
		end
	endcase
end
endmodule
module cypher_detector(
input [15:0]cypher,
input [3:0] nextInput, 
input clock, read , reset,
output [7:0] sum , 
output res,output [3:0] cypherInput,
output [2:0] states,output[3:0] inputReaded);
wire wr_sum,wr_index,wr_found;
wire success,found;
assign res = success;
assign t_found = found;
control ctrl(clock,reset,read,found,success,states,wr_sum,wr_index,wr_found);
datapath dtp(clock,reset,cypher,nextInput,wr_sum,wr_index,read,wr_found,found,success,cypherInput,sum,inputReaded);
endmodule
module datapath(input clock,reset,input [15:0]cypher,input [3:0] nextInput,input wr_sum,wr_index,wr_read,wr_found,
output found,success,output [3:0] cypherInput,output [7:0] sum,output [3:0] temp);
reg [2:0]reg_index;
wire [2:0] w_index;
reg [7:0] reg_sum;
wire [7:0] w_sum;
reg[3:0] nextCypherInput;
reg[3:0] reg_readReg;
reg reg_found;
wire w_found;
initial begin
	reg_sum = 8'b0;
	reg_index = 3'b0;
	reg_readReg = 4'b0;
end
assign temp = reg_readReg;
assign w_index = (reg_found == 1'b1) ? (reg_index + 3'd1): 3'd0;
assign w_sum  = reg_sum + {4'd0 ,reg_readReg};
assign sum = (reset == 1'b1) ? 8'd0 : reg_sum;
assign found = reg_found;
always@(posedge wr_read)begin
	reg_readReg <= nextInput;
end
always @(*)begin
	if(reg_index == 3'b0)begin
		nextCypherInput= cypher[3:0];
	end
	if(reg_index == 3'b001)begin
		nextCypherInput= cypher[7:4];
	end
	if(reg_index == 3'b010)begin
		nextCypherInput = cypher[11:8];
	end
	if(reg_index == 3'b011)begin
		nextCypherInput = cypher[15:12];
	end
end
assign w_found = (nextCypherInput == reg_readReg);
assign success = (reg_index == 3'b100);
assign cypherInput = nextCypherInput;
always@(posedge clock)begin
	if(wr_index) begin
		reg_index <= w_index;
	end
	if(wr_sum) begin
		reg_sum <= w_sum;
	end
	if(wr_found) begin
		reg_found <= w_found;
	end
end
endmodule
```
**flow/run.sh**
```bash
#!/bin/bash
# OpenROAD 26Q1-2900-gdf79404cd8, Yosys 0.63+post, stock flow scripts
make -C /OpenROAD-flow-scripts/flow DESIGN_CONFIG=/design/flow/config.mk WORK_HOME=/design/flow/orfs finish
```
==> deck_impl_summary.md <==
Physical Implementation Snapshot

Timing
  – Final setup viols: 0
  – RSZ-0062 raised after global routing: false
  – Slew headroom: 0.652
  – Final hold violations: 0
  – Worst hold slack: 0.575 ns
  – Final Max Tran Viols: 0
  – Setup_tns: 0 ns
  – Clock Skews: 0.00235 ns
  – Endpoints left unconstrained: 25
  – Register pins left without a clock: 9
  – Slew at the pin closest to its max-slew limit: 0.522 ns

Synthesis
  – Post-Synthesis Mean Instance Area: 10.2 µm²
  – Top cell area share: 0.268
  – Ys cells: 132
  – Synth top cell by count: nor2b_1
  – Synth warnings: 3
  – Number of enable flip-flop cells: 12
  – Comb area leader: simple AND/OR/NAND/NOR gates
  – Adder Area Share: 0.0987
  – Synth Area in Compound Gates: 0.132
  – Mux share: 0
  – Registers, synthesis: 28
  – Post-synth top cells: nor2b_1 (18), a21oi_1 (12), edfxtp_1 (12)
  – Mapped Area: 1340 µm²
  – YS chip area: 1340 µm²
  – Post-synthesis simple-gate area fraction: 0.212
  – Cell area leaders: edfxtp_1 (27%), dfxtp_1 (10%), dlxtn_1 (10%), ha_1 (8.4%), nor2b_1 (8.4%)
  – Post-synth top area cell: edfxtp_1
  – Xor+xnor area frac: 0.0587
  – Ys async rst share: 0
  – Cell Type Count: 35
  – Syn Inst Count: 132
  – Ys flop type: edfxtp_1

Floorplanning
  – Die area: 4750 µm²
  – Core Util at FP: 0.324
  – Die height: 68.9 µm
  – # rows: 23
  – Die Wd: 68.9 µm
  – Ports: 43
  – Core Box Area: 4140 µm²

Flow run
  – Maxcap violations: 0
  – Log Warnings: 33

CTS
  – Worst-path clk slew: 0.06 ns
  – CTS tree: built
  – Post-CTS setup buffer count: 0
  – Cts hold-fix bufs: 0
  – Post-cts resize count: 0

Detailed routing
  – Via count: 1134
  – Drt first pass iters: 4
  – Routed wire per std cell: 13.0 µm
  – Via density: 4.78
  – Drt drc: 0
  – Number of routed nets with antenna violations: 0
  – 1st-iter DRT viols: 56
  – Routed WL: 3.08 mm
  – N_diodes: 0

Setup path
  – Crit start category: primary input
  – CP required: 3.12 ns
  – Crit Path Class: primary input to output port
  – Worst Setup End Kind: output port
  – Worst-path maximum fanout: 12
  – Arrival time at the worst endpoint: 2.11 ns

Placed design
  – Port Buf Inserts: 41
  – DP Wirelength: 2.17 mm
  – GPL Wtd Cong: 0.833

Power and ir drop
  – Peak supply drop: 0.284 mV
  – Leakage: 0.822 nW
  – Pwr/cell area: 374 nW/µm²

Finish
  – Share of layout cells above drive strength 1: 0.0909
  – Sequential Area: 636 µm²
  – # fillers: 374
  – Syn-to-layout area delta: 50.3%
  – Comb gate area: 674 µm²
  – Core Util, Final: 0.487

GRT
  – Overall overflow remaining after global route: 0
  – Tot GR Track Use: 0.149
  – Largest net degree at the start of global routing: 13
  – Initial antenna violation count: 0
  – First-pass GRT wire length: 4.93 mm
  – Vias in the first global route: 1200

Worst hold path
  – Type of the worst min-delay path: flip-flop to flip-flop

Outcome
  – Status: completed
## per-stage QoR
stage	cell area [µm²]	instances	total power [mW]	worst slack, ns
final	2020	237	0.756	1.01
after global routing	2020	237	0.799	0.888
after CTS	2020	237	0.775	0.989
after detailed placement	1810	220	0.303	0.991
after global placement	1810	220	0.303	1.04
after floorplan	1340	132	0.265	2.05
## power breakdown
| part | internal, mW | switching (mW) |
|---|---|---|
| clock network | 0.343 | 0.131 |
| registers | 0.221 | 0.00500 |
| logic | 0.0388 | 0.0175 |
| total | 0.603 | 0.153 |
## per-layer routing
layer	GRT usage	part of all wire	up-vias
met3	0.0900	0.095	2
met4	0.0383	0.0032	0
li1	-	-	572
met1	0.186	0.45	508
met2	0.220	0.45	52
met5	0	0	-
## worst max-delay path, cell delays in order
cell and delay, ns:
clkdlybuf4s50_1 0.64, nor2b_1 0.21, clkdlybuf4s50_1 0.48
## sequential cells by signal, indices dropped and copies added (netlist names)
name and flops:
dtp.reg_index 3, ctrl.nextState 3, dtp.reg_readReg 4, dtp.reg_found 1, ctrl.wr_sum 1, ctrl.currentState 3, ctrl.wr_found 1, dtp.reg_sum 8
dtp.nextCypherInput 4
## placed cells by master, fill, tap and decap left out, types with 2 or more instances in the layout
cell type / instances
a21o_1: 7
a21oi_1: 12
and2_1: 2
and3_1: 3
clkbuf_1: 2
clkbuf_8: 15
clkdlybuf4s50_1: 41
dfxtp_1: 7
dlxtn_1: 9
edfxtp_1: 12
ha_1: 9
inv_1: 6
nand2_1: 6
nand3b_1: 4
nor2_1: 5
nor2b_1: 18
o21ai_1: 2
xnor2_1: 3
xor2_1: 6
## logic make-up after synthesis
kind of cell | Yosys count
simple gates | 48
buf+inv | 9
compound gates | 28
fa+ha+maj | 10
latches | 9
xor+xnor | 9
flops | 19
## area by class of cell
cell class	count	share of cell area
tap	50	0.0310
multi-input combinational	95	0.334
sequential	28	0.315
clock buffer	17	0.106
inverter	6	0.0112
timing repair buffer	41	0.203
## worst paths after layout
path | slack (ns) | startpoint | depth (start not counted) | endpoint
setup reg to reg | 2.08 | dtp.reg_readReg[0] | 5 | dtp.reg_sum[6]
min in group clk1 | 0.92 | nextInput[2] | 1 | dtp.reg_readReg[2]
setup / recovery | 1.01 | reset | 3 | sum[3]
hold / removal | 0.58 | dtp.reg_sum[0] | 1 | dtp.reg_sum[0]
hold reg to reg | 0.58 | dtp.reg_sum[0] | 1 | dtp.reg_sum[0]
max in group clk1 | 2.90 | nextInput[3] | 1 | dtp.reg_readReg[3]
Power and IR drop assume default switching activity.
